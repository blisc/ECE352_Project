[flow/constraint.sdc]
current_design controller

set clk_period 1.4
set clk_io_pct 0.2

create_clock -name clk0 -period $clk_period [get_ports {clock}]

set non_clock_inputs [all_inputs -no_clocks]
set_input_delay [expr $clk_period * $clk_io_pct] -clock clk0 $non_clock_inputs
set_output_delay [expr $clk_period * $clk_io_pct] -clock clk0 [all_outputs]
[flow/design.v]
module controller(
reset, IR, IR3, IR4, Next_IR, clock,
N, Z,
PCwrite, PCSel, MemRead,
MemWrite, IRload, IR3load, IR4load, 
R1Sel, RegWriteWire,
R1R2Load, ALU1, ALU2, ALU3, ALUop,
WBWrite, RFWrite, FlagWrite, IncCount, 
PCWrite2, PCWrite3,
R1Mux, R2Mux, AddrMux, MemInMux, IR1_Sel
);
	input	[7:0] IR, IR3, IR4, Next_IR;
	input	N, Z;
	input	reset, clock;
	output	PCwrite, MemRead, PCSel, MemWrite, IRload, R1Sel, IR1_Sel;
	output	IR3load, IR4load, WBWrite;
	output	R1R2Load, ALU3, RFWrite, FlagWrite, PCWrite2, PCWrite3;
	output	IncCount;  
	output   [1:0] RegWriteWire;
	output	[2:0] ALU2, ALUop;
	output	R1Mux, R2Mux, AddrMux, MemInMux;
	output	[1:0] ALU1;
	reg	PCwrite_p1, PCwrite_p2, PCSel, MemRead, MemWrite, IRload, IR3load, IR4load, R1Sel, IR1_Sel;
	reg	R1R2Load, ALU3, WBWrite, RFWrite, FlagWrite, PCWrite3;  
	reg	IncCount;  
	reg	[1:0] RegWriteWire;
	reg	[2:0] ALU2, ALUop;
	reg	[1:0] ALU1;
	reg	R1Mux, R2Mux, AddrMux, MemInMux;
	reg	[1:0]	state, next_state;
	wire [3:0] inst1, inst3, inst4;
	wire writing, ori, next_is_branch, branch_taken;
	assign inst1 = IR[3:0];
	assign inst3 = IR3[3:0];
	assign inst4 = IR4[3:0];
	assign writing = (IR4[1] & IR4[0]) | (~IR4[2]&~IR4[1]&~IR4[0]) | (~IR4[3]&IR4[2]&~IR4[0]);
	assign ori = IR4[2] & IR4[1] & IR4[0];
	assign next_is_branch = Next_IR[0] & ~Next_IR[1] & (Next_IR[2] | Next_IR[3]);
	assign PCwrite = PCwrite_p1 & PCwrite_p2;
	assign PCWrite2 = PCwrite;
	assign branch_taken = (~inst3[3]&Z) | (inst3[3]&inst3[2]&~N) | (inst3[3]&~inst3[2]&~Z);
	parameter A = 2'b00, B = 2'b01, C = 2'b10, D = 2'b11;
	always @(*) 
	begin
		case(inst1)
			4'b0111:
			begin
				R1Sel = 1;
				R1R2Load = 1;
				PCwrite_p2 = 1;
				IncCount = 1;
				IRload = 1;
				IR3load = 1;
				IR4load = 1;
				PCWrite3 = 1;
				if (ori)
				begin
					R1Mux = 0;
					R2Mux = 1;
				end
				else if (writing)
				begin
					if(2'b01 == IR4[7:6])
						begin
							R1Mux = 0;
							R2Mux = 1;
						end
					else
						begin
							R1Mux = 1;
							R2Mux = 1;
						end
				end
				else
				begin
					R1Mux = 1;
					R2Mux = 1;
				end
			end
			4'b1111:
			begin
				R1Sel = 1;
				R1R2Load = 1;
				PCwrite_p2 = 1;
				IncCount = 1;
				IRload = 1;
				IR3load = 1;
				IR4load = 1;
				PCWrite3 = 1;
				if (ori)
				begin
					R1Mux = 0;
					R2Mux = 1;
				end
				else if (writing)
				begin
					if(2'b01 == IR4[7:6])
						begin
							R1Mux = 0;
							R2Mux = 1;
						end
					else
						begin
							R1Mux = 1;
							R2Mux = 1;
						end
				end
				else
				begin
					R1Mux = 1;
					R2Mux = 1;
				end
				end
			4'b0001:  
			begin
				PCwrite_p2 = 0;			 
				IncCount = 0;
				IRload = 0;
				IR3load = 0;
				IR4load = 0;
				PCWrite3 = 0;
				end
			default:
			begin
				R1Sel = 0;
				R1R2Load = 1;
				PCwrite_p2 = 1;
				IncCount = 1;
				IRload = 1;
				IR3load = 1;
				IR4load = 1;
				PCWrite3 = 1;
				if (ori)
				begin
					if(IR[7:6] == 2'b01)
						begin
							R1Mux = 0;
						end
					else
						begin
							R1Mux = 1;
						end
					if(IR[5:4] == 2'b01)
						begin
							R2Mux = 0;
						end
					else
						begin
							R2Mux = 1;
						end
				end
				else if (writing)
				begin
					if(IR[7:6] == IR4[7:6])
						begin
							R1Mux = 0;
						end
					else
						begin
							R1Mux = 1;
						end
					if(IR[5:4] == IR4[7:6])
						begin
							R2Mux = 0;
						end
					else
						begin
							R2Mux = 1;
						end
				end
				else
				begin
					R1Mux = 1;
					R2Mux = 1;
				end
				end
		endcase
		case(inst3)
			4'b0000:  
				begin
				ALU3 = 1;
				MemRead = 1;
				FlagWrite = 0;
				WBWrite = 1;
				PCSel = 1;
				MemInMux = 1;
				MemWrite = 0;
				if (ori)
				begin
					if(IR3[5:4] == 2'b01)
						begin
							AddrMux = 0;
						end
					else
						begin
							AddrMux = 1;
						end
				end
				else if (writing)
					begin
						if(IR3[5:4] == IR4[7:6])
							begin
								AddrMux = 0;
							end
						else
							begin
								AddrMux = 1;
							end
					end
				else
					begin
						AddrMux = 1;
					end
				end
			4'b0010:  
			begin
				MemWrite = 1;
				FlagWrite = 0;
				PCSel = 1;
				if (ori)
				begin
					if (IR3[7:6] == 2'b01)
						begin
							MemInMux = 0;
						end
					else
						begin
							MemInMux = 1;
						end
					if(IR3[5:4] == 2'b01)
						begin
							AddrMux = 0;
						end
					else
						begin
							AddrMux = 1;
						end
				end
				else if (writing)
					begin
						if (IR3[7:6] == IR4[7:6])
							begin
								MemInMux = 0;
							end
						else
							begin
								MemInMux = 1;
							end
						if(IR3[5:4] == IR4[7:6])
							begin
								AddrMux = 0;
							end
						else
							begin
								AddrMux = 1;
							end
					end
				else
					begin
						AddrMux = 1;
						MemInMux = 1;
					end
				end
			4'b0100:  
			begin
				ALU3 = 0;
				ALUop = 3'b000;
				FlagWrite = 1;
				WBWrite = 1;
				MemWrite = 0;
				PCSel = 1;
				if (ori)
				begin
					if (IR3[7:6] == 2'b01)
						begin
							ALU1 = 2'b10;
						end
					else
						begin
							ALU1 = 2'b01;
						end
					if(IR3[5:4] == 2'b01)
						begin
							ALU2 = 3'b001;
						end
					else
						begin
							ALU2 = 3'b000;
						end
				end
				else if (writing)
					begin
						if (IR3[7:6] == IR4[7:6])
							begin
								ALU1 = 2'b10;
							end
						else
							begin
								ALU1 = 2'b01;
							end
						if(IR3[5:4] == IR4[7:6])
							begin
								ALU2 = 3'b001;
							end
						else
							begin
								ALU2 = 3'b000;
							end
					end
				else
					begin
						ALU1 = 2'b01;
						ALU2 = 3'b000;
					end
				end
			4'b0110:  
			begin
				ALU3 = 0;
				ALUop = 3'b001;
				FlagWrite = 1;
				WBWrite = 1;
				MemWrite = 0;
				PCSel = 1;
				if (ori)
				begin
					if (IR3[7:6] == 2'b01)
						begin
							ALU1 = 2'b10;
						end
					else
						begin
							ALU1 = 2'b01;
						end
					if(IR3[5:4] == 2'b01)
						begin
							ALU2 = 3'b001;
						end
					else
						begin
							ALU2 = 3'b000;
						end
				end
				else if (writing)
					begin
						if (IR3[7:6] == IR4[7:6])
							begin
								ALU1 = 2'b10;
							end
						else
							begin
								ALU1 = 2'b01;
							end
						if(IR3[5:4] == IR4[7:6])
							begin
								ALU2 = 3'b001;
							end
						else
							begin
								ALU2 = 3'b000;
							end
					end
				else
					begin
						ALU1 = 2'b01;
						ALU2 = 3'b000;
					end
				end
			4'b1000:  
			begin
				ALU3 = 0;
				ALUop = 3'b011;
				FlagWrite = 1;
				WBWrite = 1;
				MemWrite = 0;
				PCSel = 1;
				if (ori)
				begin
					if (IR3[7:6] == 2'b01)
						begin
							ALU1 = 2'b10;
						end
					else
						begin
							ALU1 = 2'b01;
						end
					if(IR3[5:4] == 2'b01)
						begin
							ALU2 = 3'b001;
						end
					else
						begin
							ALU2 = 3'b000;
						end
				end
				else if (writing)
					begin
						if (IR3[7:6] == IR4[7:6])
							begin
								ALU1 = 2'b10;
							end
						else
							begin
								ALU1 = 2'b01;
							end
						if(IR3[5:4] == IR4[7:6])
							begin
								ALU2 = 3'b001;
							end
						else
							begin
								ALU2 = 3'b000;
							end
					end
				else
					begin
						ALU1 = 2'b01;
						ALU2 = 3'b000;
					end
				end
			4'b0111:  
			begin
				ALU2 = 3'b011;
				ALU3 = 0;
				ALUop = 3'b010;
				FlagWrite = 1;
				WBWrite = 1;
				MemWrite = 0;
				PCSel = 1;
				if (ori)
				begin
					ALU1 = 2'b10;
				end
				else if (writing)
					begin
						if (2'b01 == IR4[7:6])
							begin
								ALU1 = 2'b10;
							end
						else
							begin
								ALU1 = 2'b01;
							end
					end
				else
					begin
						ALU1 = 2'b01;
					end
				end
			4'b1111:  
			begin
				ALU2 = 3'b011;
				ALU3 = 0;
				ALUop = 3'b010;
				FlagWrite = 1;
				WBWrite = 1;
				MemWrite = 0;
				PCSel = 1;
				if (ori)
				begin
					ALU1 = 2'b10;
				end
				else if (writing)
					begin
						if (2'b01 == IR4[7:6])
							begin
								ALU1 = 2'b10;
							end
						else
							begin
								ALU1 = 2'b01;
							end
					end
				else
					begin
						ALU1 = 2'b01;
					end
				end
			4'b0011:  
			begin
				MemWrite = 0;
				ALU2 = 3'b100;
				ALUop = 3'b100;
				FlagWrite = 1;
				ALU3 = 0;
				WBWrite = 1;
				PCSel = 1;
				if (ori)
				begin
					if (IR3[7:6] == 2'b01)
						begin
							ALU1 = 2'b10;
						end
					else
						begin
							ALU1 = 2'b01;
						end
				end
				else if (writing)
					begin
						if (IR3[7:6] == IR4[7:6])
							begin
								ALU1 = 2'b10;
							end
						else
							begin
								ALU1 = 2'b01;
							end
					end
				else
					begin
						ALU1 = 2'b01;
					end
				end
			4'b1011:  
			begin
				MemWrite = 0;
				ALU2 = 3'b100;
				ALUop = 3'b100;
				FlagWrite = 1;
				ALU3 = 0;
				WBWrite = 1;
				PCSel = 1;
				if (ori)
				begin
					if (IR3[7:6] == 2'b01)
						begin
							ALU1 = 2'b10;
						end
					else
						begin
							ALU1 = 2'b01;
						end
				end
				else if (writing)
					begin
						if (IR3[7:6] == IR4[7:6])
							begin
								ALU1 = 2'b10;
							end
						else
							begin
								ALU1 = 2'b01;
							end
					end
				else
					begin
						ALU1 = 2'b01;
					end
				end
			4'b0101:  
			begin
				PCSel = ~Z;
				ALU1 = 2'b00;
				ALU2 = 3'b010;
				ALUop = 3'b000;
				FlagWrite = 0;
				WBWrite = 0;
				MemWrite = 0;
				end
			4'b1001:  
			begin
				PCSel = Z;
				ALU1 = 2'b00;
				ALU2 = 3'b010;
				ALUop = 3'b000;
				FlagWrite = 0;
				WBWrite = 0;
				MemWrite = 0;
				end
			4'b1101:  
			begin
				PCSel = N;
				ALU1 = 2'b00;
				ALU2 = 3'b010;
				ALUop = 3'b000;
				FlagWrite = 0;
				WBWrite = 0;
				MemWrite = 0;
				end
			default:  
			begin
				PCSel = 1;
				FlagWrite = 0;
				WBWrite = 0;
				MemWrite = 0;
				ALU3 = 0;
				end
		endcase
		case(inst4)
			4'b0000:
			begin
				RegWriteWire = IR4[7:6];
				RFWrite = 1;
				end
			4'b0100:
			begin
				RegWriteWire = IR4[7:6];
				RFWrite = 1;
				end
			4'b0110:
			begin
				RegWriteWire = IR4[7:6];
				RFWrite = 1;
				end
			4'b1000:
			begin
				RegWriteWire = IR4[7:6];
				RFWrite = 1;
				end
			4'b0011:
			begin
				RegWriteWire = IR4[7:6];
				RFWrite = 1;
				end
			4'b1011:
			begin
				RegWriteWire = IR4[7:6];
				RFWrite = 1;
				end
			4'b0111:  
			begin
				RegWriteWire = 2'b01;
				RFWrite = 1;
				end
			4'b1111:  
			begin
				RegWriteWire = 2'b01;
				RFWrite = 1;
				end
			default:  
				RFWrite = 0;
		endcase
	end
	always @(next_is_branch, state, branch_taken) begin
		case(state)
			A:	 
			begin
				if(next_is_branch) next_state = B; else next_state = A;
				IR1_Sel = 0;
				PCwrite_p1 = 1;
				end
			B:  
			begin
				next_state = C;
				IR1_Sel = 1;
				PCwrite_p1 = 0;
				end
			C:	 
			begin
				next_state = A;
				IR1_Sel = 1;
				if(branch_taken) PCwrite_p1 = 1; else PCwrite_p1 = 0;
				end
			default:
			begin
				next_state = A;
				IR1_Sel = 0;
				PCwrite_p1 = 1;
				end
		endcase
	end
	always @(posedge clock, posedge reset) begin
		if(reset) begin
			state <= A;
		end
		else begin
			state <= next_state;
		end
	end
endmodule
[flow/config.mk]
export PLATFORM = sky130hd
export DESIGN_NAME = controller
export DESIGN_NICKNAME = controller
export VERILOG_FILES = /design/flow/design.v
export SDC_FILE = /design/flow/constraint.sdc
export NUM_CORES = 4
export LEC_CHECK = 1
export CORE_AREA = 10 10 86 86
export DIE_AREA = 0 0 96 96
[flow/run.sh]
#!/bin/bash
# OpenROAD 26Q1-2900-gdf79404cd8, Yosys 0.63+post, stock flow scripts
make -C /OpenROAD-flow-scripts/flow DESIGN_CONFIG=/design/flow/config.mk WORK_HOME=/design/flow/orfs finish
==> impl_metrics.csv <==
group,metric,value,unit
logic_synthesis,fraction_of_synthesis_flops_using_an_asynchronous_set_or_reset_pin,15.0,%
grt,antenna_violations_before_repair,0,
clocking,clkTransAtPathRegs,30,ps
drt,finalWirelength,3.32,mm
logic_synthesis,synth_cell_type_count,45,
worst_setup_path,cpMostUsedCell,"sky130_fd_sc_hd__buf_6",
sta,period_needed,1680,ps
clocking,root_buffer,"sky130_fd_sc_hd__clkbuf_8",
sta,max_clock_freq,0.595,GHz
placed_design,gp_congestion,0.793,
outcome,run_status,"finished, violations left",
clocking,holdBufCountCts,0,
logic_synthesis,avgSynthCellArea,8.20,sq um
placed_design,post-place-cells,253,
final_layout,final_core_utilization,34.3,%
logic_synthesis,gate_count_after_technology_mapping,118,
worst_setup_path,worst_setup_path_startpoint,"IR[3]",
grt,groute.usage.overall,6.95,%
worst_setup_path,crit_path_end_kind,"output pin",
clocking,max_clock_buf_depth,2,
worst_setup_path,worstSetupStartpointType,"primary input",
worst_hold_path,hold_crit_class,"primary input to asynchronous set/reset pin",
drt,drc,0,
floorplanning,ios,67,
job,maxcap_violations,0,
worst_setup_path,worstSetupPathType,"primary input to output pin",
final_layout,layout-drive-gt1-share,34.8,%
worst_setup_path,startpoint_of_the_lowest_slack_register_to_register_path,"state[1]",
job,log.warning_count,33,
floorplanning,design.die.area,9220,sq um
clocking,cts_buffers,3,
final_layout,mostFrequentLayoutCell,"sky130_fd_sc_hd__clkdlybuf4s50_1",
placed_design,placement.io_buffers,58,
final_layout,final_cell_mix,"32 x sky130_fd_sc_hd__clkdlybuf4s50_1, 21 x sky130_fd_sc_hd__buf_4, 16 x sky130_fd_sc_hd__buf_6, 14 x sky130_fd_sc_hd__dlxtn_1, 10 x sky130_fd_sc_hd__inv_1",
sta,fin_worst_skew,0.0929,ps
drt,routedWlPerCell,12.3,um
logic_synthesis,yosys_area,967,sq um
sta,drv_slew,0,
outcome,violations,"setup timing",
worst_setup_path,worst_path_arrival_time,1400,ps
power_and_ir_drop,cellLeakagePower,0.902,nW
worst_setup_path,worst-r2r-setup-slack,670,ps
worst_setup_path,critPathRequiredTime,1120,ps
sta,unclocked_pins,17,
floorplanning,initCoreUtil,17.5,%
final_layout,area_delta_synth_final,96.2,%
sta,rsz0062_at_grt,"yes",
drt,via_count,1075,
worst_setup_path,crit_fanout,3,
sta,setup_violations,7,
drt,route.detailed.vias_per_inst,3.98,
logic_synthesis,syn-cell-area,967,sq um
floorplanning,fp.coreArea,5540,sq um
worst_setup_path,crit_path_cell_trace,"buf_6 -> or4b_4 -> buf_6 -> buf_6 -> buf_12 -> buf_6",
worst_setup_path,critical-path-top-delay-family,"simple AND/OR/NAND/NOR gates",
worst_setup_path,worst_path_max_delay_cell,"sky130_fd_sc_hd__or4b_4",
logic_synthesis,synth-main-ff-cell,"sky130_fd_sc_hd__dlxtn_1",
sta,count_of_endpoints_without_a_timing_constraint,34,
logic_synthesis,enable_flop_cells,0,
drt,postRouteAntennaNets,0,
sta,timing.setup.tns,-1460,ps
sta,max-slew-margin-rel,51.8,%
clocking,tritoncts,"built",
logic_synthesis,post_synthesis_cell_count_from_yosys,118,
worst_setup_path,critical_path.max_stage_delay,560,ps
grt,grt_pass1_vias,1147,
final_layout,layoutNonFillerInstCount,270,
logic_synthesis,ys_seq_elements,20,
floorplanning,chipHeight,96,um
grt,grt-ovfl-total,0,
sta,final.period_utilization,120,%
floorplanning,floorplan.die.width,96,um
grt,global_route_wire_length_before_repair,5.28,mm
clocking,h_tree_lvls,1,
power_and_ir_drop,power_density_of_the_placed_cells,418,nW/um^2
clocking,clock.latency.late_pin,210,ps
sta,post-route-worst-setup-slack,-282,ps
grt,pin_count_of_the_biggest_net_entering_global_routing,10,
sta,final_hold_vios,0,
floorplanning,core.rowCount,27,
drt,drt_pre_antenna_iters,4,
placed_design,dpl.hpwl,2.62,mm
sta,tightestPinTransition,715,ps
logic_synthesis,ys.warnings.count,1,
drt,route.antenna.diode_count,0,
power_and_ir_drop,ir_drop,0.799,mV
worst_setup_path,cp.buffers_inverters,5,
drt,drt-initial-drc-count,33,
==> cell usage after synthesis, types with 2 or more instances <==
| master | n | area [sq um] |
|---|---|---|
| sky130_fd_sc_hd__dlxtn_1 | 14 | 210 |
| sky130_fd_sc_hd__dlxtp_1 | 3 | 45.0 |
| sky130_fd_sc_hd__inv_1 | 11 | 41.3 |
| sky130_fd_sc_hd__xnor2_1 | 4 | 35.0 |
| sky130_fd_sc_hd__buf_4 | 7 | 52.6 |
| sky130_fd_sc_hd__dfrtp_1 | 2 | 50.1 |
| sky130_fd_sc_hd__o211ai_1 | 2 | 15.0 |
| sky130_fd_sc_hd__buf_2 | 3 | 15.0 |
| sky130_fd_sc_hd__nor2_1 | 7 | 26.3 |
| sky130_fd_sc_hd__clkbuf_1 | 3 | 11.3 |
| sky130_fd_sc_hd__mux2i_1 | 2 | 20.0 |
| sky130_fd_sc_hd__and2_1 | 3 | 18.8 |
| sky130_fd_sc_hd__o22ai_1 | 3 | 18.8 |
| sky130_fd_sc_hd__o21ai_0 | 7 | 35.0 |
| sky130_fd_sc_hd__nor3b_1 | 2 | 15.0 |
| sky130_fd_sc_hd__nor2b_1 | 3 | 18.8 |
| sky130_fd_sc_hd__mux2_2 | 3 | 33.8 |
| sky130_fd_sc_hd__nand2_1 | 7 | 26.3 |
| sky130_fd_sc_hd__nand2b_1 | 2 | 12.5 |
| sky130_fd_sc_hd__nand3_1 | 4 | 20.0 |
| sky130_fd_sc_hd__xor2_1 | 2 | 17.5 |
==> flip-flops by register name (all words and copies together) (netlist names) <==
register      flops
ALU2              3
ALUop             3
state             3
ALU1              2
RegWriteWire      2
ALU3              1
AddrMux           1
MemInMux          1
R1Mux             1
R1Sel             1
R2Mux             1
WBWrite           1
==> final timing paths <==
check                                 to  depth (start not counted)
worst max-delay path              IRload                          6
worst min-delay path            state[2]                          2
worst max register to register  state[0]                          2
worst min register to register  state[1]                          0
max in group asynchronous       state[0]                          2
min in group clk0               state[1]                          0
==> kinds of logic after synthesis <==
| family | count (synthesis) | share of synthesized area, % |
|---|---|---|
| compound gates | 27 | 21.1 |
| flops | 3 | 7.89 |
| other cells | 1 | 0.388 |
| mux | 6 | 7.11 |
| latches | 17 | 26.4 |
| simple gates | 34 | 19.3 |
| buf+inv | 24 | 12.4 |
| xor+xnor | 6 | 5.43 |
==> routing by layer <==
| metal | part of all wire [%] | vias up | global-route usage [%] |
|---|---|---|---|
| met5 | 0 | - | 0 |
| met1 | 42 | 477 | 8.60 |
| met2 | 49 | 31 | 12.0 |
| met3 | 7.4 | 2 | 1.97 |
| li1 | - | 565 | - |
| met4 | 1.3 | 0 | 0.983 |
==> through the flow <==
stage	cell area [sq um]	hold slack, ps	setup WS (ps)	power (mW)
2_1_floorplan	975	32.9	22.5	0.299
3_3_place_gp	1690	358	-865	0.517
3_5_place_dp	1690	360	-836	0.519
4_1_cts	1890	250	-309	0.806
5_1_grt	1900	268	-303	0.861
6_report	1900	259	-282	0.794
==> power by group <==
group	switching (mW)	internal, mW
clock network	0.0518	0.194
logic	0.149	0.247
registers	0.00821	0.144
total	0.209	0.585
==> layout make-up <==
cell class | count | area [sq um]
multi-input combinational | 75 | 573
tap | 72 | 90.1
timing repair buffer | 88 | 817
inverter | 11 | 41.3
clock buffer | 4 | 45.0
fill | 564 | 3640
sequential | 20 | 332
==> repair_timing <==
item / in CTS / in global routing
gates resized: 99 / 4
buffers inserted: 14 / 1
hold endpoints to repair: 0 / 0
endpoints found under the setup margin: 12 / 10
pin swaps: 6 / 2
==> worst register-to-register path, stage by stage, from the launching register on <==
cell                      delay, ps
sky130_fd_sc_hd__dfrtp_1        370
sky130_fd_sc_hd__buf_4          140
sky130_fd_sc_hd__a21o_1         150
Power and IR drop assume default switching activity.
