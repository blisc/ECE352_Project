<file path="flow/design.v">
module chooseHEXs
(
in0, in1, in2, in3,
select, out1, out0
);
input 	[7:0] in0, in1, in2, in3;
input				select;
output reg	[7:0] out0, out1;
always@(*)
begin
	if( ~select ) begin
		out0 = in0;
		out1 = in1;
	end
	else begin
		out0 = in2;
		out1 = in3;
	end
end
endmodule
module HEXs
(
in0, in1, in2, in3,
out0, out1, out2, out3,
out4, out5, out6, out7
);
input 	[7:0] in0, in1, in2, in3;
output 	[6:0] out0, out1, out2, out3;
output 	[6:0] out4, out5, out6, out7;
HEX hex0 ( in0[7:4], out7 );
HEX hex1 ( in0[3:0], out6 );
HEX hex2 ( in1[7:4], out5 );
HEX hex3 ( in1[3:0], out4 );
HEX hex4 ( in2[7:4], out3 );
HEX hex5 ( in2[3:0], out2 );
HEX hex6 ( in3[7:4], out1 );
HEX hex7 ( in3[3:0], out0 );
endmodule
module HEX (in, out);
input 	[3:0] in;
output 	[6:0] out;
reg [6:0] out;
always @(in)
begin
	case (in)
		0: out = 7'b1000000;
		1: out = 7'b1111001;
		2: out = 7'b0100100;
		3: out = 7'b0110000;
		4: out = 7'b0011001;
		5: out = 7'b0010010;
		6: out = 7'b0000010;
		7: out = 7'b1111000;
		8: out = 7'b0000000;
		9: out = 7'b0010000;
		10: out = 7'b0001000;
		11: out = 7'b0000011;
		12: out = 7'b1000110;
		13: out = 7'b0100001;
		14: out = 7'b0000110;
		15: out = 7'b0001110;
	endcase
end
endmodule
</file>
<file path="flow/run.sh">
#!/bin/bash
# OpenROAD 26Q1-2900-gdf79404cd8, Yosys 0.63+post, stock flow scripts
make -C /OpenROAD-flow-scripts/flow DESIGN_CONFIG=/design/flow/config.mk WORK_HOME=/design/flow/orfs finish
</file>
<file path="flow/config.mk">
export PLATFORM = sky130hd
export DESIGN_NAME = HEXs
export DESIGN_NICKNAME = HEXs
export VERILOG_FILES = /design/flow/design.v
export SDC_FILE = /design/flow/constraint.sdc
export NUM_CORES = 4
export LEC_CHECK = 1
export CORE_UTILIZATION = 30
</file>
<file path="flow/constraint.sdc">
current_design HEXs

set clk_period 1.6
set clk_io_pct 0.2

create_clock -name clk0 -period $clk_period

set non_clock_inputs [all_inputs -no_clocks]
set_input_delay [expr $clk_period * $clk_io_pct] -clock clk0 $non_clock_inputs
set_output_delay [expr $clk_period * $clk_io_pct] -clock clk0 [all_outputs]
</file>
==> results_dict.tcl <==
# collected from the flow reports
set metrics [dict create \
    outcome "finished with violations" \
    failed_checks "setup timing" \
    hold-path-endpoint "out1[5]" \
    timing.critical_path.slowest_cell_delay_ns 0.35 \
    synth_seq_share_pct 0 \
    gr-total-overflow 0 \
    rows 30 \
    drtPass1Iterations 4 \
    antenna_found_initial 0 \
    initCoreUtil_pct 31.23 \
    mux_share_pct 26.16 \
    worst_path_max_delay_cell "sky130_fd_sc_hd__or3b_1" \
    cellLeakagePower_nw 2.360 \
    crit_fanout 3 \
    place_area_um2 3692 \
    die_y_um 86.33 \
    type_of_the_worst_min_delay_path "input pin to primary output" \
    core-area_um2 6832 \
    pre_cts_ws_ns -0.9269 \
    die-area_um2 7452 \
    number_of_clock_buffers_in_the_layout 0 \
    final_core_utilization_pct 72.40 \
    timing.critical_path.to_type "primary output" \
    worst_vdd_rail_ir_drop_v 0.0001752 \
    post-route-period-util_pct 110.9 \
    finalSetupViolations 24 \
    grt_max_degree 9 \
    per_cell_routed_wire_length_um 13.54 \
    slew_violations 0 \
    flop_area_um2 0 \
    drc 0 \
    rsz0062_at_grt "true" \
    finalInstanceArea_um2 4946 \
    aoi_share_pct 17.48 \
    die_w_um 86.33 \
    synthToLayoutAreaGrowth_pct 131.8 \
    design.portCount 88 \
    buffer_ports.inserted 88 \
    ys_warn_count 1 \
    powerDensity_nw_per_um2 249.6 \
    achievable_freq_mhz 563.6 \
    timing.max_cap.violations 0 \
    crit_chain "buf_8 > inv_8 > buf_12 > ha_4 > and2b_2 > or3b_1 > o21ai_1 > buf_2" \
    sequential_cell_total 0 \
    worst_slew_margin_rel_pct 87.50 \
    number_of_instances_in_the_synthesized_netlist 257 \
    num_vias 2692 \
    finalWorstSetupSlack_ns -0.1744 \
    synthAdderAreaFrac_pct 32.84 \
    critical_path_required_ns 1.28 \
    min_from "in3[7]" \
    detail_route.iter0.violations 65 \
    first_global_vias 2544 \
    warning_count 82 \
    detailed_place_hpwl_um 4298 \
    data_arrival_time_at_the_worst_slack_endpoint_ns 1.45 \
    timing.setup.critical_path_class "input pin to primary output" \
    finalHoldViolCount 0 \
    synth_area_per_cell_um2 8.301 \
    post_synth_xor_area_fraction_pct 0 \
    synth-cells-yosys 257 \
    post-synth-top-area-fraction_pct 32.84 \
    detail_route.antenna_diodes 0 \
    startpoint_type "input pin" \
    timing.final.crit_period_ns 1.774 \
    detail-route-antenna-nets 0 \
    placed_cells_incl_taps 513 \
    max_slew.worst_pin.slew_ns 0.1823 \
    post-synth-top-area-cell "sky130_fd_sc_hd__ha_1" \
    synth.area.top_cells "sky130_fd_sc_hd__ha_1 (33%), sky130_fd_sc_hd__mux2i_1 (13%), sky130_fd_sc_hd__mux4_1 (6.2%)" \
    yosys_area_um2 2133 \
    drt-vias-per-instance 4.723 \
    gp_routability_congestion 0.8395 \
    instances_no_fill 570 \
    grt_pass1_wl_um 11920 \
    yosys-dominant-comb-family "adder cells" \
    grt_util_all_layers_pct 19.22 \
    aggregate_routed_wire_length_um 7717 \
    holdBufCountCts 0 \
    netlist_area_um2 2133 \
    post_synth_and_or_nand_nor_area_fraction_pct 14.08 \
    min_path_cells 4 \
    hold_ws_ns 1.034 \
    fraction_of_final_layout_cells_with_drive_strength_greater_than_1_pct 69.20 \
    synth.lib_cells_used.distinct 30 \
]
[area by class of cell]
type / count / area (µm²)
multi-input cells: 217 / 2541
repair buffers: 232 / 2071
fillers: 399 / 1886
inverters: 25 / 214.0
well taps: 96 / 120.1
[kinds of logic after synthesis]
family | count (synthesis)
buffers and inverters | 40
AND/OR/NAND/NOR | 62
adder cells (fa/ha/maj) | 56
AND-OR/OR-AND | 55
multiplexers | 44
[per-stage QoR]
step,setup TNS [ns],total power [mW]
final,-2.032,1.234
after global routing,-2.996,1.328
after CTS,-1.841,1.130
after detailed placement,-40.94,0.9058
after global placement,-40.84,0.9028
after floorplan,0,0.3448
[timing repair]
action | in CTS | in global routing
cloned | 5 | 0
buffers inserted | 43 | 13
resized | 508 | 66
pin swaps | 52 | 43
setup endpoints to repair | 56 | 46
[critical path: cells and delay by family]
| family | cells | cell delay [ns] |
|---|---|---|
| simple gates | 2 | 0.57 |
| buf+inv | 4 | 0.36 |
| fa+ha+maj | 1 | 0.12 |
| compound gates | 1 | 0.08 |
[routing by layer]
layer	GRT usage [%]	vias up	share of wire, %
li1	-	1354	-
met1	28.79	1292	51
met2	32.47	46	46
met3	1.256	0	3.4
met4	0.3030	0	0
met5	0	-	0
[cells in the mapped netlist]
cell type / instances
sky130_fd_sc_hd__ha_1: 56
sky130_fd_sc_hd__mux2i_1: 28
sky130_fd_sc_hd__nor2_1: 28
sky130_fd_sc_hd__inv_1: 25
sky130_fd_sc_hd__o21ai_0: 20
sky130_fd_sc_hd__nand2_1: 15
sky130_fd_sc_hd__a22o_1: 11
sky130_fd_sc_hd__mux2_2: 9
sky130_fd_sc_hd__buf_2: 8
sky130_fd_sc_hd__a21oi_1: 6
sky130_fd_sc_hd__a32o_1: 6
sky130_fd_sc_hd__or3b_1: 6
sky130_fd_sc_hd__buf_6: 5
sky130_fd_sc_hd__mux4_1: 5
sky130_fd_sc_hd__and2b_2: 3
sky130_fd_sc_hd__nand2b_1: 3
sky130_fd_sc_hd__nor2b_1: 3
sky130_fd_sc_hd__o22ai_1: 3
sky130_fd_sc_hd__o31ai_1: 3
sky130_fd_sc_hd__mux4_2: 2
sky130_fd_sc_hd__nand3_1: 2
sky130_fd_sc_hd__o211ai_1: 2
sky130_fd_sc_hd__a21boi_0: 1
sky130_fd_sc_hd__a31oi_1: 1
sky130_fd_sc_hd__buf_4: 1
sky130_fd_sc_hd__clkbuf_1: 1
sky130_fd_sc_hd__o21a_1: 1
sky130_fd_sc_hd__o2bb2ai_1: 1
sky130_fd_sc_hd__or2_2: 1
sky130_fd_sc_hd__or3_1: 1
[cell usage in the layout (no fill, tap or decap), drive strengths merged, types with 6 or more instances in the layout]
master | Yosys | layout
buf | 14 | 196
ha | 56 | 56
mux2i | 28 | 28
nor2 | 28 | 28
inv | 25 | 22
o21ai | 20 | 20
dlygate4sd2 | 0 | 17
nand2 | 15 | 15
clkbuf | 1 | 12
a22o | 11 | 11
mux2 | 9 | 9
mux4 | 7 | 7
clkdlybuf4s15 | 0 | 7
or3b | 6 | 6
a32o | 6 | 6
a21oi | 6 | 6
[worst max-delay path by stage]
| stage | start | cells after the start | endpoint | slack, ns |
|---|---|---|---|---|
| after CTS | in1[5] | 8 | out5[0] | -0.16 |
| after global routing | in1[1] | 8 | out4[0] | -0.22 |
| final | in1[1] | 8 | out4[0] | -0.17 |
[power breakdown]
group,switching [mW],internal [mW],total [mW]
logic,0.495,0.740,1.23
registers,0,0,0
clock network,0,0,0
total,0.495,0.740,1.23
Power and IR drop assume default switching activity.
